==> /design/flow/design.v <==
module uart_byte_tx(
  Clk,
  Rst_n,
  data_byte,
  send_en,
  baud_set,
  Rs232_Tx,
  Tx_Done,
  uart_state
);
  input Clk;
  input Rst_n;
  input [7:0]data_byte;
  input send_en;
  input [2:0]baud_set;
  output reg Rs232_Tx;
  output reg Tx_Done;
  output reg uart_state;
  reg bps_clk;  
  reg [15:0]div_cnt;
  reg [15:0]bps_DR;
  reg [7:0]r_data_byte;
  localparam START_BIT = 1'b0;
  localparam STOP_BIT = 1'b1;
  always@(posedge Clk or negedge Rst_n)
  if(!Rst_n)
    uart_state <= 1'b0;
  else if(send_en)
    uart_state <= 1'b1;
  else if(bps_cnt == 4'd11)
    uart_state <= 1'b0;
  else
    uart_state <= uart_state;
  always@(posedge Clk or negedge Rst_n)
  if(!Rst_n)
    r_data_byte <= 8'd0;
  else if(send_en)
    r_data_byte <= data_byte;
  else
    r_data_byte <= r_data_byte;
  always@(posedge Clk or negedge Rst_n)
  if(!Rst_n)
    bps_DR <= 16'd5207;
  else begin
    case(baud_set)
      0:bps_DR <= 16'd5207;
      1:bps_DR <= 16'd2603;
      2:bps_DR <= 16'd1301;
      3:bps_DR <= 16'd867;
      4:bps_DR <= 16'd433;
      default:bps_DR <= 16'd5207;      
    endcase
  end  
  always@(posedge Clk or negedge Rst_n)
  if(!Rst_n)
    div_cnt <= 16'd0;
  else if(uart_state)begin
    if(div_cnt == bps_DR)
      div_cnt <= 16'd0;
    else
      div_cnt <= div_cnt + 1'b1;
  end
  else
    div_cnt <= 16'd0;
  always@(posedge Clk or negedge Rst_n)
  if(!Rst_n)
    bps_clk <= 1'b0;
  else if(div_cnt == 16'd1)
    bps_clk <= 1'b1;
  else
    bps_clk <= 1'b0;
  always@(posedge Clk or negedge Rst_n)
  if(!Rst_n)  
    bps_cnt <= 4'd0;
  else if(bps_cnt == 4'd11)
    bps_cnt <= 4'd0;
  else if(bps_clk)
    bps_cnt <= bps_cnt + 1'b1;
  else
    bps_cnt <= bps_cnt;
  always@(posedge Clk or negedge Rst_n)
  if(!Rst_n)
    Tx_Done <= 1'b0;
  else if(bps_cnt == 4'd11)
    Tx_Done <= 1'b1;
  else
    Tx_Done <= 1'b0;
  always@(posedge Clk or negedge Rst_n)
  if(!Rst_n)
    Rs232_Tx <= 1'b1;
  else begin
    case(bps_cnt)
      0:Rs232_Tx <= 1'b1;
      1:Rs232_Tx <= START_BIT;
      2:Rs232_Tx <= r_data_byte[0];
      3:Rs232_Tx <= r_data_byte[1];
      4:Rs232_Tx <= r_data_byte[2];
      5:Rs232_Tx <= r_data_byte[3];
      6:Rs232_Tx <= r_data_byte[4];
      7:Rs232_Tx <= r_data_byte[5];
      8:Rs232_Tx <= r_data_byte[6];
      9:Rs232_Tx <= r_data_byte[7];
      10:Rs232_Tx <= STOP_BIT;
      default:Rs232_Tx <= 1'b1;
    endcase
  end  
endmodule
==> /design/flow/run.sh <==
#!/bin/bash
# OpenROAD 26Q1-2900-gdf79404cd8, Yosys 0.63+post, stock flow scripts
make -C /OpenROAD-flow-scripts/flow DESIGN_CONFIG=/design/flow/config.mk WORK_HOME=/design/flow/orfs finish
==> /design/flow/config.mk <==
export PLATFORM = sky130hd
export DESIGN_NAME = uart_byte_tx
export DESIGN_NICKNAME = uart_byte_tx
export VERILOG_FILES = /design/flow/design.v
export SDC_FILE = /design/flow/constraint.sdc
export NUM_CORES = 4
export LEC_CHECK = 1
export CORE_AREA = 10 10 108 108
export DIE_AREA = 0 0 118 118
==> /design/flow/constraint.sdc <==
current_design uart_byte_tx

set clk_period 3.7
set clk_io_pct 0.2

create_clock -name clk0 -period $clk_period [get_ports {Clk}]

set non_clock_inputs [all_inputs -no_clocks]
set_input_delay [expr $clk_period * $clk_io_pct] -clock clk0 $non_clock_inputs
set_output_delay [expr $clk_period * $clk_io_pct] -clock clk0 [all_outputs]
==> results.sh <==
# source this file to load flow results
export IMPL_ys_top_logic_family="simple AND/OR/NAND/NOR gates"
export IMPL_critical_path_class="reg2out"
export IMPL_ys_async_sr_fraction_pct=100
export IMPL_finalHoldViolations=0
export IMPL_hold_start="bps_cnt"
export IMPL_r2r_start="div_cnt[13]"
export IMPL_yosysWarnings=6
export IMPL_fin_cells=278
export IMPL_cpPeakStageDelay_ns=0.51
export IMPL_grt_pass1_wl_mm=4.60
export IMPL_cp_top_family="flip-flops"
export IMPL_p_sw_mw=0.282
export IMPL_synthMuxAreaShare_pct=0
export IMPL_grt_max_degree=31
export IMPL_cts_tree="built"
export IMPL_cts_setup_buffers=0
export IMPL_combPwrFrac_pct=19.8
export IMPL_aoi_share_pct=5.13
export IMPL_grt_overflow_total=0
export IMPL_fp_row_count=35
export IMPL_reg2reg_slack_ns=1.88
export IMPL_grt_pass1_vias=1011
export IMPL_setup_tns_final_ns=0
export IMPL_dp_cells=270
export IMPL_power_density_nw_per_um2=523
export IMPL_ys_area_um2=1460
export IMPL_leakagePower_nw=0.706
export IMPL_slew_violations=0
export IMPL_syn_mean_instance_area_um2=10.6
export IMPL_synthFlopType="dfrtp_1"
export IMPL_area_leaders="dfrtp_1, xnor2_1, dfstp_2, nor2_2, nor2_1"
export IMPL_p_clk_share_pct=29.3
export IMPL_hold_depth=1
export IMPL_synth_edff_count=0
export IMPL_clkLatencyLatePin_ns=0.28
export IMPL_drt_iter0_markers=54
export IMPL_timing_final_crit_period_ns=2.00
export IMPL_maxCapViolCount=0
export IMPL_synth_xor_area_share_pct=13.8
export IMPL_fp_util_pct=15.8
export IMPL_postCtsHoldBufs=0
export IMPL_clkSlewWorstSetupHoldPaths_ns=0.06
export IMPL_synth_cells=138
export IMPL_vias=940
export IMPL_antenna_found_initial=0
export IMPL_vias_per_cell=3.38
export IMPL_final_antenna_net_count=0
export IMPL_ir_drop_mv=0.193
export IMPL_worstReg2RegEnd="div_cnt[4]"
export IMPL_seqPwrFrac_pct=50.8
export IMPL_cts_buffers=5
export IMPL_warnings=34
export IMPL_cp_end_kind="output pin"
export IMPL_hold_path_class="reg2reg"
export IMPL_setup_violations=0
export IMPL_die_area_um2=13900
export IMPL_numSynthFlops=30
export IMPL_holdWs_ns=0.390
export IMPL_synth_largest_area_cell="dfrtp_1"
export IMPL_antenna_diode_count=0
export IMPL_critPathBufInv=1
export IMPL_cp_slowest_cell="dfstp_2"
export IMPL_hpwl_mm=1.77
export IMPL_cp_cell_sequence="clkdlybuf4s50_1"
export IMPL_fin_skew_ns=0.00766
export IMPL_p_sw_share_pct=30.7
export IMPL_drive_above_1_share_pct=20.8
export IMPL_die_x_um=118
export IMPL_die_h_um=118
export IMPL_finalCritPeriodShare_pct=54.0
export IMPL_synth_adder_area_share_pct=1.71
export IMPL_cts_path_max_buffers=2
export IMPL_area_delta_synth_final_pct=20.3
export IMPL_ctsResizeCount=0
export IMPL_coreArea_um2=9280
export IMPL_crit_start="Rs232_Tx"
export IMPL_track_usage_pct=3.86
export IMPL_root_buffer="clkbuf_8"
export IMPL_r2r_cells=5
export IMPL_fmax_mhz=500
export IMPL_cts_sinks=30
export IMPL_synthDistinctLibCells=31
export IMPL_io_buffers=7
export IMPL_rsz0062_at_grt="no"
export IMPL_ys_seq_share_pct=51.8
export IMPL_drt_wirelength_per_cell_um=8.88
export IMPL_routed_wl_mm=2.47
export IMPL_dr_pass1_iters=4
export IMPL_ioPinCount=17
export IMPL_arrival_ns=1.26
export IMPL_cp_max_fo=1
export IMPL_place_congestion=0.842
export IMPL_yosysCellCount=138
export IMPL_worstSetupStartpointType="flip-flop"
export IMPL_cp_required_ns=2.96
export IMPL_worst_hold_path_endpoint="Rs232_Tx"
export IMPL_status="completed"
export IMPL_h_tree_depth=2
export IMPL_drc=0
export IMPL_yosys_area_share_simple_pct=21.4
export IMPL_synth_top_area_share_pct=41.1
export IMPL_p_int_mw=0.637
export IMPL_synth_area_um2=1460
Yosys cell counts (2+ instances only):
master	number
buf_6	2
dfstp_2	6
a21oi_1	2
nor2_1	12
nand4_1	6
and3_1	2
nor3_1	7
buf_2	3
nor2_2	10
nand3_1	3
nor4_1	4
xnor2_1	19
dfrtp_1	24
ha_1	2
xor2_1	4
a31o_1	2
inv_1	11
nand2_1	6
area by class of cell:
type,instances,area (um^2)
fill,1050,7520
sequential,30,758
multi-input combinational,91,618
tap,129,161
timing repair buffer,9,85.1
clock buffer,6,82.6
inverter,11,41.3
clock inverter,2,12.5
kinds of logic (layout without fill, tap and decap cells):
logic type | Yosys count | after routing
AOI/OAI and AO/OA | 8 | 8
xor gates and xnor gates | 23 | 23
adders and majority gates | 2 | 2
buffers and inverters | 17 | 28
DFF | 30 | 30
other | 1 | 1
and+or+nand+nor | 57 | 57
stage by stage:
| step | power (mW) | worst slack, ns | util, % | area, um^2 |
|---|---|---|---|---|
| after floorplan | 0.614 | 2.14 | - | 1460 |
| after global placement | 0.655 | 1.87 | 17.9 | 1660 |
| after detailed placement | 0.660 | 1.88 | 17.9 | 1660 |
| after CTS | 0.938 | 1.68 | 18.9 | 1760 |
| after global routing | 0.987 | 1.67 | 18.9 | 1760 |
| final | 0.919 | 1.70 | 18.9 | 1760 |
power by group through the flow:
stage	registers (mW)	clock network (mW)	logic (mW)
final	0.467	0.269	0.182
after global routing	0.479	0.297	0.211
after CTS	0.469	0.282	0.187
sequential cells by signal, indices dropped and copies added (netlist names):
register and cells:
uart_state 1, div_cnt 16, bps_DR 10, Rs232_Tx 1, bps_clk 1, bps_cnt 1
per-layer routing:
| layer | wire length, um | vias to the layer above | GRT usage, % | part of all wire [%] |
|---|---|---|---|---|
| met1 | 1300 | 439 | 5.70 | 53 |
| met2 | 974 | 19 | 5.28 | 39 |
| li1 | - | 473 | - | - |
| met5 | 0 | - | 0 | 0 |
| met4 | 78 | 0 | 1.08 | 3.2 |
| met3 | 112 | 9 | 1.17 | 4.5 |
how the worst max path moves through the flow:
| stage | end | slack (ns) | cells after the start |
|---|---|---|---|
| CTS | Rs232_Tx | 1.68 | 1 |
| global route | Rs232_Tx | 1.67 | 1 |
| finish | Rs232_Tx | 1.70 | 1 |
cell usage in the layout, fill, tap and decap left out, types with 2 or more instances in the layout:
cell and n:
nor3_1 7, buf_4 2, a21oi_1 2, nor2_2 10, nor4_1 4, and3_1 2, ha_1 2, dfstp_2 6
nand3_1 3, xor2_1 4, a31o_1 2, nand2_1 6, clkbuf_8 6, nand4_1 6, dfrtp_1 24, clkdlybuf4s50_1 7
inv_1 11, nor2_1 12, xnor2_1 19
Power figures rest on the tool's default switching activity, not on a simulated workload.
